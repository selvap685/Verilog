**flow/design.v**
```verilog
module counter(
    input clk,           
    output [6:0] seg,     
    output [3:0] an       
);
    wire slow_clk;
    reg [3:0] count = 0;
    assign an = 4'b0001;  
    clock_divider u1(.clk(clk),.slow_clk(slow_clk));
    always @(posedge slow_clk) begin
        if (count == 9)
            count <= 0;
        else
            count <= count + 1;
    end
     seven_segment_decoder u2(.digit(count),.seg(seg));
endmodule
module clock_divider(
    input clk,           
    output reg slow_clk 
);
    reg [25:0] counter = 0;
    always @(posedge clk) begin
        if (counter >= 25_000_000) begin
            counter <= 0;
            slow_clk <= ~slow_clk;
        end else begin
            counter <= counter + 1;
        end
    end
endmodule
module seven_segment_decoder(
    input [3:0] digit,
    output reg [6:0] seg
);
always @(*) begin
        case (digit)
            4'd0: seg = 7'b1000000;
            4'd1: seg = 7'b1111001;
            4'd2: seg = 7'b0100100;
            4'd3: seg = 7'b0110000;
            4'd4: seg = 7'b0011001;
            4'd5: seg = 7'b0010010;
            4'd6: seg = 7'b0000010;
            4'd7: seg = 7'b1111000;
            4'd8: seg = 7'b0000000;
            4'd9: seg = 7'b0010000;
            default: seg = 7'b1111111;
        endcase
    end
endmodule
```
**flow/run.sh**
```bash
#!/bin/bash
# OpenROAD 26Q1-2900-gdf79404cd8, Yosys 0.63+post, stock flow scripts
make -C /OpenROAD-flow-scripts/flow DESIGN_CONFIG=/design/flow/config.mk WORK_HOME=/design/flow/orfs finish
```
**flow/config.mk**
```make
export PLATFORM = sky130hd
export DESIGN_NAME = counter
export DESIGN_NICKNAME = counter
export VERILOG_FILES = /design/flow/design.v
export SDC_FILE = /design/flow/constraint.sdc
export NUM_CORES = 4
export LEC_CHECK = 1
export CORE_AREA = 10 10 96 96
export DIE_AREA = 0 0 106 106
```
**flow/constraint.sdc**
```tcl
current_design counter

set clk_period 3.6
set clk_io_pct 0.2

create_clock -name clk0 -period $clk_period [get_ports {clk}]

set non_clock_inputs [all_inputs -no_clocks]
set_input_delay [expr $clk_period * $clk_io_pct] -clock clk0 $non_clock_inputs
set_output_delay [expr $clk_period * $clk_io_pct] -clock clk0 [all_outputs]
```
==> Slide: Implementation Results <==
Implementation Results

Yosys
  • Average cell area after synthesis: ~8.5 sq um
  • Area figure in the yosys stat output: 1650 sq um
  • Main flop type after synthesis: dfxtp_1
  • Mux share of post-synthesis cell area: 0.00607
  • Yosys warning tally: 3
  • Gate count after technology mapping: 193
  • Synth flops: 31
  • Simple Share, Synth: 0.282
  • Yosys cell count: about 190
  • Aoi/oai-family share of the synthesized area: 0.128
  • Number of different library cells in the post-synthesis netlist: between 40 and 50
  • Synthesized cell area: 1650 sq um
  • Adder-cell area share of the yosys netlist: 0.0532
  • Number of flops mapped to enable cells by yosys: 1
  • Fraction of registers with async set/reset: 0
  • Dominant comb cell: simple AND/OR/NAND/NOR gates
  • XORs/XNORs by Area: 0.0850
  • Share of synthesized area occupied by flip-flops and latches: 0.383

Place
  • Weighted congestion at the end of routability-driven global placement: between 0.8 and 0.9
  • Tally of buffers added on design ports: 7
  • Post-detailed-placement cell area: ~1800 sq um
  • Detailed placer's ending HPWL: around 2000 microns

Global routing
  • Number of antenna violations at the first check in global routing: 0
  • Wire length of the first global-routing pass: between 5000 and 6000 microns
  • Largest net degree at the start of global routing: 25
  • Vias in the first global route: around 1,100
  • GRT overflow: 0
  • GRT Overall Usage: 0.0501

Setup path
  • CP max stage delay: approximately 540 ps
  • Bufs and invs on worst path: 0
  • Arrival time worst endpoint: between 2000 and 2500 ps
  • Family of cells with the greatest summed delay on the critical path: simple AND/OR/NAND/NOR gates
  • Cell at the slowest stage of the critical path: or3_1
  • Worst-path fanout max: 8
  • Critical Path Source Type: flip-flop
  • Cell-by-cell trace of the critical path: ha_1 > nand3_1 > or3_1 > or4_1 > a211oi_1
  • Endpoint class of the critical path: flip-flop
  • Worst path required time: ~3800 ps
  • Critical path class: reg -> reg

Drt
  • DR DRC count: 0
  • DRT iter0 DRCs: approximately 66
  • Antenna diode instance count: 0
  • Routed length on met1: 1540 microns
  • Length of routed met3 wiring: 113 microns
  • Wire length on met2: ~1200 microns
  • DR vias: about 1,300
  • Via-per-instance ratio: approximately 4.3
  • Average routed wire per standard cell: approximately 9.6 microns
  • Detailed-route wire length: about 2800 microns
  • Top metal layer carrying routed signals: met3
  • Count of nets left with antenna violations after detail routing: 0
  • First drt pass iteration count: 4

Min path
  • HP Class: reg -> reg

Layout
  • Fraction of final layout cells sized beyond drive strength 1: 0.0612
  • Area delta synth->final: 11.9%
  • Filler Cells Inserted: 783
  • Logic area: roughly 930 sq um
  • FF+latch area: between 600 and 700 sq um
  • Final Instance Area: 1840 sq um

Clock tree
  • Max clock buf depth: 2
  • Post-CTS Resized: 0
  • Clock root buffer: clkbuf_8
  • Clock latency on the worst-skew pair: 270 ps
  • Clock tree from TritonCTS: built
  • Number of buffers inserted during clock tree synthesis: 3
  • H-tree depth: 1
  • Buffer count from post-CTS setup fixing: 0
  • Cts hold-fix bufs: 0
  • Clock-pin slew on the worst setup and hold paths: 90 ps

Floorplan
  • Area of the core region: roughly 7000 sq um
  • Pre-Place Util: 0.228
  • Placement row count: 31
  • I/O pin count: 12
  • Die Width: ~110 microns
  • Die area: between 10,000 and 15,000 sq um
  • Die Span Y: 106 microns

STA
  • Hold Fails Final Rpt: 0
  • Count of endpoints without a timing constraint: 11
  • Transition time of the tightest slew-check pin: approximately 530 ps
  • Clock skew after layout: 9.95 ps
  • Worst relative slew slack: 0.643
  • Final Max Slew Viols: 0
  • Number of register pins that no clock reaches: 4
  • Fin crit share: 0.584
  • Final tally of setup violations: 0
  • Highest clock frequency the design can meet: between 0.4 and 0.5 GHz
  • Unrepaired setup endpoints after global routing: false
  • Post-layout min period: roughly 2100 ps
  • Min Hold Slack: between 500 and 600 ps
  • Final sum of negative setup slack: 0 ps

Power and ir drop
  • Power Total: 0.000491 W
  • Ratio of total power to cell area: around 270 nW/um^2
  • Worst IR Drop VDD: approximately 0.26 mV
  • Leakage: 0.631 nW

Job
  • # Max-Cap Violations: 0
  • Total tool warning count: 31

Status
  • Result of the run: completed
==> cells by family (layout without fill, tap and decap cells) <==
logic type      after synthesis  after routing
compound gates               31             31
xor+xnor                     16             16
fa+ha+maj                     7              7
buf+inv                      21             21
flops                        31             31
mux                           1              1
other cells                   2              5
simple gates                 84             84
==> layout make-up <==
class / count / area share
clock buffers: 3 / 0.0224
multi-input cells: 144 / 0.505
clock inverters: 1 / 0.00271
well taps: 99 / 0.0672
inverters: 9 / 0.0183
flip-flops and latches: 31 / 0.342
repair buffers: 8 / 0.0421
==> metrics by stage <==
stage                     cells  utilization  setup WS [ps]
after floorplan             196            -           1650
after global placement      291        0.249           1530
after detailed placement    291        0.249           1500
after CTS                   295        0.256           1490
after global routing        295        0.256           1340
final                       295        0.256           1500
==> worst min-delay path: stages, from the launching register on <==
cell	delay [ps]
dfxtp_1	340
o31ai_1	70
a211oi_1	60
==> synth_stat cells, types with 2 or more instances <==
cell type,number,share of area
nand2_1,16,0.036
and4_1,3,0.016
or3_1,2,0.0076
dfxtp_1,30,0.36
a31oi_1,3,0.011
inv_1,8,0.018
or4_1,7,0.032
o21ai_0,4,0.012
nand4_1,7,0.027
a211oi_1,6,0.027
buf_2,2,0.0061
nor3_1,17,0.052
o31ai_1,5,0.023
xnor2_1,10,0.053
buf_4,4,0.018
nand3_1,7,0.021
ha_1,7,0.053
xor2_1,6,0.032
a21oi_1,6,0.018
nor4_1,4,0.015
clkbuf_1,6,0.014
conb_1,2,0.0046
o41ai_1,2,0.011
nor2_1,12,0.027
==> worst paths after layout <==
path / end / slack [ps] / start / depth (start not counted)
worst min register to register: u1.counter[22] / 510 / u1.counter[22] / 2
worst max register to register: u1.counter[22] / 1500 / u1.counter[0] / 5
worst max-delay path: u1.counter[22] / 1500 / u1.counter[0] / 5
worst min-delay path: u1.counter[22] / 510 / u1.counter[22] / 2
==> where the power goes <==
group,total [W],leakage [nW],switching [W],internal [W]
clock network,0.000168,0.0255,0.0000910,0.0000774
registers,0.000312,0.254,0.00000488,0.000307
logic,0.0000109,0.352,0.00000687,0.00000407
total,0.000491,0.631,0.000103,0.000388
==> routing by layer <==
metal | track usage | up-vias
met1 | 0.0729 | 567
met3 | 0.0141 | 0
met4 | 0 | 0
met2 | 0.0773 | 15
li1 | - | 701
met5 | 0 | -
==> flip-flops by register name, summed over array words and instances (netlist names) <==
signal	flops
count	4
u1.counter	26
u1.slow_clk	1
==> layout by cell type (no fill, tap or decap), drive strengths merged, types with 2 or more instances in the layout <==
| cell type | count |
|---|---|
| xor2 | 6 |
| clkbuf | 3 |
| and4 | 3 |
| a211oi | 6 |
| nand4 | 9 |
| o31ai | 5 |
| nor3 | 17 |
| ha | 7 |
| dfxtp | 30 |
| nor2 | 12 |
| xnor2 | 10 |
| clkinv | 2 |
| nand3 | 7 |
| o21ai | 4 |
| a21oi | 7 |
| conb | 5 |
| or4 | 7 |
| o41ai | 2 |
| nand2 | 16 |
| clkdlybuf4s50 | 7 |
| a31oi | 3 |
| and3 | 2 |
| or2 | 2 |
| nor4 | 4 |
| or3 | 2 |
| inv | 8 |
Power and IR drop assume default switching activity.
